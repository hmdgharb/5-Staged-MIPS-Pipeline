File: design/flow/design.v
module CONTROLLER(
  input             clock,
  input [15:0]      In,
  input             Zero,
  output reg [3:0]  alu_cmd,
  output reg        rf_write_back_en,
  output reg        write_back_result_mux,
  output reg        mem_write_en,
  output reg        rf_write_dest_mux,
  output reg        add_2_mux,
  output reg        data_2_mux,
  output reg        mem_write_mux,
  output reg        branchEn,
  output reg        jump
);
  wire [3:0] OP;
  assign OP = In[15:12];
  always@(posedge clock) begin
    alu_cmd = 0; rf_write_back_en = 0; write_back_result_mux = 0; mem_write_en = 0; rf_write_dest_mux = 0; add_2_mux = 0; data_2_mux = 0; mem_write_mux = 0; branchEn = 0; jump = 0;
    case(OP) 
      0: begin if(OP == 0) begin alu_cmd = 0; end end
      1: begin if(OP == 1) begin alu_cmd = 1;  rf_write_back_en = 1; rf_write_dest_mux = 1; end end
      2: begin if(OP == 2) begin alu_cmd = 2; rf_write_back_en = 1; rf_write_dest_mux = 1; end end
      3: begin if(OP == 3) begin alu_cmd = 3; rf_write_back_en = 1; rf_write_dest_mux = 1; end end
      4: begin if(OP == 4) begin alu_cmd = 4; rf_write_back_en = 1; rf_write_dest_mux = 1; end end
      5: begin if(OP == 5) begin alu_cmd = 5; rf_write_back_en = 1; rf_write_dest_mux = 1; end end
      6: begin if(OP == 6) begin alu_cmd = 6; rf_write_back_en = 1; rf_write_dest_mux = 1; end end
      7: begin if(OP == 7) begin alu_cmd = 7; rf_write_back_en = 1; rf_write_dest_mux = 1; end end
      8: begin if(OP == 8) begin alu_cmd = 8; rf_write_back_en = 1; rf_write_dest_mux = 1; end end
      9: begin if(OP == 9) begin alu_cmd = 9; rf_write_back_en = 1; rf_write_dest_mux = 1; end end
      10: begin if(OP == 10) begin alu_cmd = 1; rf_write_back_en = 1;  data_2_mux = 1; rf_write_dest_mux = 1; end end
      11: begin if(OP == 11) begin alu_cmd = 1; rf_write_back_en = 1;  data_2_mux = 1; rf_write_dest_mux = 1; write_back_result_mux = 1; end end
      12: begin if(OP == 12) begin alu_cmd = 1; data_2_mux = 1; add_2_mux = 1; mem_write_mux = 1; mem_write_en = 1; end end
      13: begin if(OP == 13) begin branchEn =(Zero)?1:0; end end
      14: begin if(OP == 14) begin jump = 1; end end
    endcase
  end
endmodule
module ID_STAGE (
input         clk,
input         rst,
input         ID_Zero,
input         ID_RegWriteEn,
input [2:0]   ID_RegWriteDest,
input [15:0]  ID_RegWriteData,
input [15:0]  ID_In,
input [15:0]  ID_Controller,
output [15:0] ID_AluSrc1,
output [15:0] ID_AluSrc2,
output [15:0] ID_MemWriteData,
output [2:0]  ID_RFWriteBackDest,
output        ID_MemWriteEn,
output        ID_WriteBackResultMux,
output        ID_RFWriteBackEn,
output [3:0]  ID_ALUCmd,
output        ID_jump,
output        ID_branch,
output  [2:0] ID_op1,
output  [2:0] ID_op2
);
wire [15:0] sixteenExtended;
wire RFWriteDestMux;
wire Add2Mux;
wire Data2Mux;
wire MemWriteDataMux;
wire [2:0] Add2MuxAddress;
wire [15:0] RegisterFileData2;
SixToSixteen mySixToSixteen(
 .In(ID_In[5:0]),
 .Out(sixteenExtended)
);
MUX2 #(16) myData2Mux2( 
  .SLCT(Data2Mux),
  .IN1(sixteenExtended),
  .IN0(RegisterFileData2), 
  .OT(ID_AluSrc2)
);
MUX2 #(3) myAdd2Mux2( 
  .SLCT(Add2Mux),
  .IN1(ID_In[11:9]),
  .IN0(ID_In[5:3]), 
  .OT(Add2MuxAddress)
);
assign ID_op1 = ID_In[8:6];
assign ID_op2 = Add2MuxAddress;
RegisterFile myRegisterFile(
  .clk(clk),
  .rst(rst),
  .rg_wrt_enable(ID_RegWriteEn),
  .rg_wrt_dest(ID_RegWriteDest),
  .rg_wrt_data(ID_RegWriteData),
  .rg_rd_addr1(ID_In[8:6]),
  .rg_rd_data1(ID_AluSrc1),
  .rg_rd_addr2(Add2MuxAddress),
  .rg_rd_data2(RegisterFileData2)
);
MUX2 #(16) myMemWriteDataMux2( 
  .SLCT(MemWriteDataMux),
  .IN1(RegisterFileData2),
  .IN0(16'b0), 
  .OT(ID_MemWriteData)
);
MUX2 #(3) myWriteDestMux2( 
  .SLCT(RFWriteDestMux),
  .IN1(ID_In[11:9]), 
  .IN0(3'b0),
  .OT(ID_RFWriteBackDest)
);
CONTROLLER  myController(
  .clock(clk),
  .In(ID_Controller),
  .Zero(ID_Zero),
  .alu_cmd(ID_ALUCmd),
  .rf_write_back_en(ID_RFWriteBackEn),
  .write_back_result_mux(ID_WriteBackResultMux),
  .mem_write_en(ID_MemWriteEn),
  .rf_write_dest_mux(RFWriteDestMux),
  .add_2_mux(Add2Mux),
  .data_2_mux(Data2Mux),
  .mem_write_mux(MemWriteDataMux),
  .branchEn(ID_branch),
  .jump(ID_jump)
);
endmodule
module MUX2#(parameter SIZE = 4)(input SLCT,input[SIZE - 1:0] IN1, IN0, output[SIZE - 1:0] OT);
  assign OT = (SLCT)?IN1:IN0;  
endmodule
module  RegisterFile  (
  input         clk,
  input         rst,
  input         rg_wrt_enable,
  input [2:0]   rg_wrt_dest,
  input[15:0]   rg_wrt_data,
  input [2:0]   rg_rd_addr1,
  output [15:0] rg_rd_data1,
  input [2:0]   rg_rd_addr2,
  output [15:0] rg_rd_data2
);
reg [15:0] DataRegister [7:0];
  always@(posedge rst, posedge clk)begin
    DataRegister[0][15:0] = 16'b0;
    if(rst)begin
       DataRegister[7][15:0] = 16'b0;
       DataRegister[6][15:0] = 16'b0;
       DataRegister[5][15:0] = 16'b0;
       DataRegister[4][15:0] = 16'b0;
       DataRegister[3][15:0] = 16'b0;
       DataRegister[2][15:0] = 16'b0;
       DataRegister[1][15:0] = 16'b0;
       DataRegister[0][15:0] = 16'b0;
    end
    else if(rg_wrt_enable && rg_wrt_dest != 0)
      DataRegister[rg_wrt_dest] = rg_wrt_data;
    end
  assign rg_rd_data1 = DataRegister[rg_rd_addr1];
  assign rg_rd_data2 = DataRegister[rg_rd_addr2];
endmodule
module SixToSixteen(input [5:0] In, output [15:0] Out);
  assign Out = { 10'b0, In};
endmodule
File: design/flow/run.sh
#!/bin/bash
# OpenROAD 26Q1-2900-gdf79404cd8, Yosys 0.63+post, stock flow scripts
make -C /OpenROAD-flow-scripts/flow DESIGN_CONFIG=/design/flow/config.mk WORK_HOME=/design/flow/orfs finish
File: design/flow/config.mk
export PLATFORM = sky130hd
export DESIGN_NAME = ID_STAGE
export DESIGN_NICKNAME = ID_STAGE
export VERILOG_FILES = /design/flow/design.v
export SDC_FILE = /design/flow/constraint.sdc
export NUM_CORES = 4
export LEC_CHECK = 1
export CORE_UTILIZATION = 40
File: design/flow/constraint.sdc
current_design ID_STAGE

set clk_period 6.3
set clk_io_pct 0.2

create_clock -name clk0 -period $clk_period [get_ports {clk}]

set non_clock_inputs [all_inputs -no_clocks]
set_input_delay [expr $clk_period * $clk_io_pct] -clock clk0 $non_clock_inputs
set_output_delay [expr $clk_period * $clk_io_pct] -clock clk0 [all_outputs]
==> notes.md <==
Numbers from the implementation run.

By instance count after routing, the leading logic cell types are sky130_fd_sc_hd__dfrtp_1 (128), sky130_fd_sc_hd__clkdlybuf4s50_1 (102), sky130_fd_sc_hd__mux2_2 (97), sky130_fd_sc_hd__nand2_1 (52), sky130_fd_sc_hd__nor2_1 (49). The average cell area after synthesis is 10.5 µm². The total die area is 0.0188 mm². Timing would allow up to 0.189 GHz. The critical path data arrival time is 4.03 ns.

The category of the worst setup path capture point is a primary output. The worst max-slew margin expressed relative to the limit is 44.8%. The leading register cell type out of synthesis is sky130_fd_sc_hd__dfrtp_1. The transition time recorded at the tightest slew-check pin is 0.822 ns. The global routing report lists combined usage of all routing layers as 25.6%. The sequential standard cell area is 0.00340 mm². VDD sags by at most 228 µV. The total wirelength of the detailed-routed design is 22.2 mm.

In the Yosys stats the netlist draws on 53 distinct library cells. Port buffering added 104 buffers. In this run the most critical hold path is launched from myRegisterFile.DataRegister[2][9]. Detailed placement ended at an HPWL of 13.6 mm. The final layout reports a setup TNS of 0 ns. The post-CTS clock slew at the launch and capture registers of the worst setup and hold paths is 0.06 ns. The class of the tightest hold or removal check is reg2reg.

Between the synthesized netlist and the finished layout, the area growth was recorded as 27.5%. CTS added clock buffers totalling 17. The clock tree from TritonCTS is done. Per the cell usage report, the commonest logic cell in the layout is sky130_fd_sc_hd__dfrtp_1. On the final layout, the worst hold slack is 0.513 ns. The utilization of the core after routing is 53.0%.

The total core area is 0.0175 mm². The via count of the first global-routing pass is 6029. The final weighted congestion recorded by global placement is 0.853. For this run, asynchronously set or reset flops after synthesis account for 92.8%. Dividing the final minimum period by the clock period gives 83.9%. The analysis attributes to cell leakage a power of 3.86 nW. The largest fanout on the critical path is 25.

The number of warnings the tools reported is 41. The reported max-cap violation count is 0. The DRC violation count after routing is 0. The synthesized netlist handed to floorplanning was reported with a cell count of 691. Clock latency on the worst-skew pair, taken at its later pin, is 0.42 ns.

Hold-check failures listed in the final report amount to 0. For this design the top-level I/O count stands at 121. Setup repair after global routing left no endpoint under its margin. The filler cells instantiated in the layout total 1457. Per Yosys stat, the portion of area used by sequential elements is 46.7%. In the final layout, the multi-input gates occupy 0.00365 mm². According to the floorplan report, the die width is 137 µm. For this run, the final setup violation count is recorded as 0. The power density over the cells is 314 mW/mm². Nets still carrying antenna violations after routing amount to 0. The number of DRC markers after the initial detailed-route iteration is 427. CTS saw 138 sinks.

CTS built an H-tree with a depth of 4. The number of slew-limit violations in the final report is 0. The initial antenna violation count came to 0. The pin count of the biggest net entering global routing is 59.

The total of cells resized after clock tree synthesis is 0. Per the OpenROAD floorplan log, the height of the die is 137 µm. During synthesis, Yosys emitted a total of 3 warnings. The number of enable flip-flop cells is 0. STA classifies the critical path startpoint as an input pin. The script logs the ratio of routed vias to standard cells as 5.87.

The shortest clock period the worst path allows after layout is 5.29 ns. The required time of the worst setup path is 5.04 ns. The synthesized design contains 138 register bits. TritonRoute output was used to compute an average wire per cell of 21.4 µm. The share of final-layout standard cells stronger than drive strength 1 is 20.6%. For this design, Yosys synthesis ends with a cell count of 691.

Looking at the post-CTS report, the setup buffer insertion count equals 0. The startpoint of the most critical setup path is ID_In[7]. The first global-routing pass estimated 34.0 mm of wire. The first-pass iteration count of the detailed router is 7. The flow ran to the end, and the final reports show no timing, DRC or antenna violations. The floorplan step records an initial core utilization of 41.5%. The root buffer cell chosen for the clock tree is sky130_fd_sc_hd__clkbuf_16. The site row count is 48. The worst slack after detailed placement is 1.08 ns. The worst clock skew on the final layout is 0 ns. The critical register-to-register path startpoint is myRegisterFile.DataRegister[2][4]. The classification of the worst setup path is in2out.

Setup slack closes at 1.01 ns. The number of diodes added for antenna fixing is 0. The cell area that synthesis handed to floorplanning was 0.00728 mm². For this run the aggregate overflow at the end of global routing stands at 0.

The total number of vias is 6066. Buffers inserted to repair hold after CTS numbered 0. Yosys reports a chip area of 0.00728 mm². The clock tree buffer depth is 2.
## metrics by stage
step / power [W] / std cells / instance area [µm²]
CTS: 0.00293 / 1034 / 9290
detailed placement: 0.00178 / 1002 / 8610
finish: 0.00292 / 1034 / 9290
global route: 0.00305 / 1034 / 9290
floorplan: 0.00153 / 706 / 7340
global placement: 0.00177 / 1002 / 8610
## worst paths after layout
check | to | slack [ns] | depth (start not counted)
worst max-delay path | ID_AluSrc1[13] | 1.01 | 8
worst min-delay path | myRegisterFile.DataRegister[2][9] | 0.51 | 1
worst max register to register | myRegisterFile.DataRegister[2][4] | 5.50 | 1
worst min register to register | myRegisterFile.DataRegister[2][9] | 0.51 | 1
max in group asynchronous | myRegisterFile.DataRegister[1][2] | 3.99 | 3
min in group asynchronous | myRegisterFile.DataRegister[0][0] | 1.20 | 2
## report_power, final
part | total [W] | switching, W | leakage, nW | internal, W
clock network | 0.00114 | 0.000379 | 0.326 | 0.000762
registers | 0.00117 | 0.000121 | 1.62 | 0.00105
logic | 0.000602 | 0.000262 | 1.91 | 0.000339
## layout make-up
| cell class | instances | area share [%] |
|---|---|---|
| clock buffer | 20 | 4.92 |
| tap | 225 | 3.03 |
| timing repair buffer | 126 | 12.9 |
| multi-input combinational | 491 | 39.3 |
| sequential | 138 | 36.6 |
| clock inverter | 12 | 2.36 |
| inverter | 22 | 0.916 |
## metal layers
metal  up-vias  global-route usage (%)  wire, µm
met5         -                       0         0
met1      2966                    36.4      9240
met2       319                    38.3      9970
met3        43                    10.0      2440
li1       2738                       -         -
met4         0                    5.68       510
## cells in the mapped netlist, types with 8 or more instances
cell type	number	area share (%)
sky130_fd_sc_hd__o21ai_1	8	0.55
sky130_fd_sc_hd__dfrtp_1	128	44
sky130_fd_sc_hd__clkbuf_1	36	1.9
sky130_fd_sc_hd__mux2_2	97	15
sky130_fd_sc_hd__mux2_1	8	1.2
sky130_fd_sc_hd__dfxtp_1	10	2.7
sky130_fd_sc_hd__nor2b_1	8	0.69
sky130_fd_sc_hd__buf_2	11	0.76
sky130_fd_sc_hd__nor2_1	49	2.5
sky130_fd_sc_hd__a221oi_1	19	2.3
sky130_fd_sc_hd__o21ai_0	25	1.7
sky130_fd_sc_hd__a21oi_1	28	1.9
sky130_fd_sc_hd__nor3_1	29	2.0
sky130_fd_sc_hd__inv_1	17	0.88
sky130_fd_sc_hd__nand3_1	24	1.6
sky130_fd_sc_hd__o221ai_1	10	1.2
sky130_fd_sc_hd__a22o_1	15	1.8
sky130_fd_sc_hd__mux2i_1	41	5.6
sky130_fd_sc_hd__nand2_1	52	2.7
## sequential cells by signal (all words and copies together) (netlist names)
signal / cells
myController.alu_cmd: 4
myController.branchEn: 1
myController.data_2_mux: 1
myController.jump: 1
myController.mem_write_en: 1
myController.rf_write_back_en: 1
myController.write_back_result_mux: 1
myRegisterFile.DataRegister: 128
## cell families (layout without fill, tap and decap cells)
logic type | after synthesis | after routing | share of synthesized area, %
muxes | 151 | 151 | 23.3
and+or+nand+nor | 180 | 180 | 11.4
buffers and inverters | 77 | 180 | 4.41
AOI/OAI and AO/OA | 144 | 144 | 14.1
other | 1 | 16 | 0.0515
DFF | 138 | 138 | 46.7
## worst max-delay path: stages
cell and delay, ns:
sky130_fd_sc_hd__buf_2 0.51, sky130_fd_sc_hd__buf_4 0.44, sky130_fd_sc_hd__nor2b_1 0.69, sky130_fd_sc_hd__a22oi_1 0.23, sky130_fd_sc_hd__a21oi_1 0.20, sky130_fd_sc_hd__a311oi_1 0.07
sky130_fd_sc_hd__nor2_1 0.12, sky130_fd_sc_hd__clkdlybuf4s50_1 0.47
Power figures rest on the tool's default switching activity, not on a simulated workload.
