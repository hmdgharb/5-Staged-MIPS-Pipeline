==> design/flow/design.v <==
module ID_EX(
  input clock,
  input reset,
  input[3:0] ex_alu_cmd,
  input [15:0] ex_alu_src1,
  input[15:0] ex_alu_src2,
  input mem_write_en,
  input [15:0] mem_write_data,
  input write_back_en,
  input [2:0] write_back_dest,
  input write_back_result_mux,
  input stall,
  output [57:0] RegIDToExOut
);
  reg [57:0]myRegIDToEx;
  always@(posedge clock) begin
    if(reset)
      myRegIDToEx = 0;
    else if(stall) begin 
      myRegIDToEx[57:54] = ex_alu_cmd; 
      myRegIDToEx[53:38] = ex_alu_src1;
      myRegIDToEx[37:22] = ex_alu_src2;
      myRegIDToEx[21:21] = mem_write_en;
      myRegIDToEx[20:5] = mem_write_data;
      myRegIDToEx[4:4] = write_back_en;
      myRegIDToEx[3:1] = write_back_dest;
      myRegIDToEx[0:0] = write_back_result_mux;
    end
    else
      myRegIDToEx = 0;
   end
  assign RegIDToExOut = myRegIDToEx;
endmodule
==> design/flow/run.sh <==
#!/bin/bash
# OpenROAD 26Q1-2900-gdf79404cd8, Yosys 0.63+post, stock flow scripts
make -C /OpenROAD-flow-scripts/flow DESIGN_CONFIG=/design/flow/config.mk WORK_HOME=/design/flow/orfs finish
==> design/flow/config.mk <==
export PLATFORM = sky130hd
export DESIGN_NAME = ID_EX
export DESIGN_NICKNAME = ID_EX
export VERILOG_FILES = /design/flow/design.v
export SDC_FILE = /design/flow/constraint.sdc
export NUM_CORES = 4
export LEC_CHECK = 1
export CORE_AREA = 10 10 111 111
export DIE_AREA = 0 0 121 121
==> design/flow/constraint.sdc <==
current_design ID_EX

set clk_period 1.0
set clk_io_pct 0.2

create_clock -name clk0 -period $clk_period [get_ports {clock}]

set non_clock_inputs [all_inputs -no_clocks]
set_input_delay [expr $clk_period * $clk_io_pct] -clock clk0 $non_clock_inputs
set_output_delay [expr $clk_period * $clk_io_pct] -clock clk0 [all_outputs]
==> flow_summary.ini <==
; physical design summary
[run_status]
status = finished, final reports clean

[global_route]
grt-ovfl-total = 0
grt_usage_pct = 7.207
grt_pass1_wl_um = 8245
first_global_vias = 1400
grt_max_degree = 41
antenna_found_initial = 0

[yosys]
synth_chip_area_mm2 = 0.001773
syn-cell-area_mm2 = 0.001773
yosysMostFrequentCell = dfxtp_1
syn_inst = 128
yosysTopAreaCellShare_pct = 65.49
yosys_warnings = 1
netlist_top_cells_count = dfxtp_1, and3b_1, and3b_2
syn_area_per_cell_um2 = 13.85
yosysTopAreaCell = dfxtp_1
ys_seq_share_pct = 65.49
synthArstFlopShare_pct = 0
edf_count = 0
synth-seq-cells = 58
yosysUniqueCellTypes = 6
top_cells_by_area = dfxtp_1, and3b_1, and3b_2, buf_6, buf_2
ys_cells = 128
flop_cell = dfxtp_1

[floorplan]
fp.dieW_um = 121
fp_util_pct = 17.97
ios = 119
num_rows = 36
die_height_um = 121
die_area_mm2 = 0.01464
core-area_mm2 = 0.009864

[final_timing]
tightest_slew_ps = 153.5
fin_crit_sh_pct = 95.60
fin_crit_ps = 956.0
drv_slew = 0
finalHoldViolCount = 0
rsz0062_at_grt = true
final-setup-viol-count = 0
fin_ws_ps = 44.02
max_clock_freq_ghz = 1.046
tns_ps = 0
relSlewSlack_pct = 89.76

[power]
p_leak_nw = 1.569
p_total_mw = 5.411
pwr_density_cell_mw_per_mm2 = 1774
peakVddDrop_mv = 0.6108

[cells_and_area]
syn_to_final_growth_pct = 72.05
largest_reg_flops = 58
fin_cells = 387
drive_gt1_share_pct = 36.61
fillers = 995

[routing]
top_layer_used = met4
wl_met1_um = 2193
drtPass1Iterations = 2
dr_wl_met2_um = 2257
first_iter_violations = 58
met3_length_um = 845
viasPerCell = 3.563
postRouteAntennaNets = 0
detail_route.wl_per_cell_um = 13.96
routed_wl_um = 5401
diodes = 0
vias = 1379
drcViolationCount = 0

[worst_setup_path]
crit_family = flip-flops
cp-start-kind = flop
endpoint_kind = primary output
worst-path-max-fanout = 1
path_cells = buf_6
worstPathArrival_ps = 760
path_class = flop to primary output
critPathSlowestCell = dfxtp_2
critical-path-max-stage-delay_ps = 320
crit_required_ps = 800
path_buffers = 1

[run]
tool_warnings = 26
cap_violations = 0

[min_path]
hold_class = primary input to flop
min_to = myRegIDToEx[45]
hold_start = ex_alu_src1[7]
holdPathStages = 2

[clock_tree]
numCtsBuffers = 9
clock_sinks = 58
clockBufferDepth = 2
clk_pin_slew_ps = 70
cts_tree = built
htreeDepth = 3
root_buffer = clkbuf_8
postCtsHoldBufs = 0
cts_post_setup_buffers_inserted = 0

[place]
pre_cts_ws_ps = -276.3
dp_hpwl_um = 4099
gp_congestion = 0.7137
io_buffers = 118
dp_cells = 371
==> layout by cell type (no fill, tap or decap) <==
| cell type | count |
|---|---|
| clkdlybuf4s50_1 | 60 |
| buf_2 | 56 |
| dfxtp_1 | 51 |
| and3b_1 | 50 |
| clkbuf_8 | 12 |
| and3b_2 | 8 |
| dfxtp_2 | 7 |
| bufinv_16 | 2 |
| buf_6 | 2 |
| buf_4 | 2 |
| buf_12 | 2 |
| clkinvlp_4 | 1 |
| clkinv_2 | 1 |
==> layout make-up <==
type / instances / area (um^2) / share of cell area [%]
multi-input combinational: 58 / 518.0 / 16.98
timing repair buffer: 122 / 958.4 / 31.42
tap: 133 / 166.4 / 5.455
sequential: 58 / 1170 / 38.35
clock inverter: 4 / 72.57 / 2.379
clock buffer: 12 / 165.2 / 5.414
==> per-stage QoR <==
stage / instance area, um^2 / utilization (%) / hold WS, ps
global route: 3050 / 30.92 / 437.2
global placement: 3082 / 31.24 / 807.8
floorplan: 1773 / - / 364.0
finish: 3050 / 30.92 / 460.6
CTS: 3034 / 30.76 / 440.5
detailed placement: 3082 / 31.24 / 811.9
==> routing by layer <==
layer / vias to the layer above / track usage, %
li1: 678 / -
met1: 612 / 8.866
met2: 79 / 10.20
met3: 10 / 5.102
met4: 0 / 1.282
met5: - / 0
==> worst max path at each step <==
stage / slack, ps / to / cells past startpoint / start
4_1_cts: 20 / RegIDToExOut[0] / 1 / myRegIDToEx[0]
5_1_grt: -5 / RegIDToExOut[17] / 1 / myRegIDToEx[17]
6_report: 40 / RegIDToExOut[57] / 1 / myRegIDToEx[57]
==> kinds of logic (layout without fill, tap and decap cells) <==
logic type             after synthesis  count (layout)  synth area share (%)
flip-flops                          58              58                 65.49
AND/OR/NAND/NOR                     58              58                 29.22
buffers and inverters               12             138                 5.293
==> repair_timing <==
action | in CTS | in global routing
gates resized | 186 | 5
endpoints found under the setup margin | 58 | 5
gates cloned | 0 | 0
==> report_power, final <==
group / switching (mW) / internal (mW) / leakage (nW)
logic: 0.121 / 0.352 / 0.971
registers: 0.0185 / 2.40 / 0.479
clock network: 0.912 / 1.60 / 0.119
total: 1.05 / 4.36 / 1.57
No activity file was given, so power comes from the tool's default toggle rates.
